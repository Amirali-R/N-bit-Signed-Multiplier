`flow/design.v`:
```
`timescale 1ns/1ns
module multiplier5 #(parameter nb = 11, parameter odd = (nb%2==1) ? 1 : 0, parameter NB = nb + odd)
(
   input clk,  
   input start,
   input signed [nb-1:0] A, 
   input signed [nb-1:0] B, 
   output wire signed [2*NB-1:0] Product,
   output ready
    );
reg signed [NB-1:0] Multiplicand ;
reg signed [NB-1:0]  Multiplier;
reg [7:0]  counter;
reg signed [2*NB:0] adder_output;
assign Product = adder_output[2*NB-1:0];
always @ (posedge clk)
   if(start) begin
      counter <= 8'h00 ;
      adder_output <= {2*NB+1{1'b0}};
      if(nb % 2 == 1) begin
         if(A[nb-1]==1'b0)
            Multiplicand <= $signed({1'b0 , A});
         else
            Multiplicand <= $signed({1'b1 , A});
         if(B[nb-1]==1'b0)
            Multiplier <= $signed({1'b0 , B});
         else
            Multiplier <= $signed({1'b1 , B});
      end
      else begin
         Multiplicand <= $signed(A) ;
         Multiplier <= $signed(B) ;
      end
   end
   else if(counter != (NB)/2) begin
      counter <= counter + 1;
      if(counter==8'h00) begin
         Multiplier <= Multiplier >>> 1 ;
         case (Multiplier[1:0])
            2'b00: adder_output <= $signed(adder_output) >>> 2;
            2'b01: adder_output <= ($signed(adder_output) + $signed({Multiplicand,{NB{1'b0}}})) >>> 2;
            2'b10: adder_output <= ($signed(adder_output) - $signed({Multiplicand,1'b0,{NB{1'b0}}})) >>> 2;
            default: adder_output <= ($signed(adder_output) - $signed({Multiplicand,{NB{1'b0}}})) >>> 2;
         endcase
      end
      else if(counter != (NB)/2 -1) begin
         Multiplier <= Multiplier >>> 2 ;
         case (Multiplier[2:0])
            3'b000: adder_output <= $signed(adder_output) >>> 2;
            3'b001: adder_output <= ($signed(adder_output) + $signed({Multiplicand,{NB{1'b0}}})) >>> 2;
            3'b010: adder_output <= ($signed(adder_output) + $signed({Multiplicand,{NB{1'b0}}})) >>> 2;
            3'b011: adder_output <= ($signed(adder_output) + $signed({Multiplicand,1'b0,{NB{1'b0}}})) >>> 2;
            3'b100: adder_output <= ($signed(adder_output) - $signed({Multiplicand,1'b0,{NB{1'b0}}})) >>> 2;
            3'b101: adder_output <= ($signed(adder_output) - $signed({Multiplicand,{NB{1'b0}}})) >>> 2;
            3'b110: adder_output <= ($signed(adder_output) - $signed({Multiplicand,{NB{1'b0}}})) >>> 2;
            default: adder_output <= $signed(adder_output) >>> 2;
         endcase
      end
      else begin
         Multiplier <= Multiplier >>> 2 ;
         case (Multiplier[2:0])
            3'b000: adder_output <= $signed(adder_output) >>> 2;
            3'b001: adder_output <= ($signed(adder_output) + $signed({Multiplicand,{NB{1'b0}}})) >>> 2;
            3'b010: adder_output <= ($signed(adder_output) + $signed({Multiplicand,{NB{1'b0}}})) >>> 2;
            3'b011: adder_output <= ($signed(adder_output) + $signed({Multiplicand,1'b0,{NB{1'b0}}})) >>> 2;
            3'b100: adder_output <= ($signed(adder_output) - $signed({Multiplicand,1'b0,{NB{1'b0}}})) >>> 2;
            3'b101: adder_output <= ($signed(adder_output) - $signed({Multiplicand,{NB{1'b0}}})) >>> 2;
            3'b110: adder_output <= ($signed(adder_output) - $signed({Multiplicand,{NB{1'b0}}})) >>> 2;
            default: adder_output <= $signed(adder_output) >>> 2;
         endcase
      end
   end   
endmodule
```
`flow/run.sh`:
```
#!/bin/bash
# OpenROAD 26Q1-2900-gdf79404cd8, Yosys 0.63+post, stock flow scripts
make -C /OpenROAD-flow-scripts/flow DESIGN_CONFIG=/design/flow/config.mk WORK_HOME=/design/flow/orfs finish
```
`flow/config.mk`:
```
export PLATFORM = sky130hd
export DESIGN_NAME = multiplier5
export DESIGN_NICKNAME = multiplier5
export VERILOG_FILES = /design/flow/design.v
export SDC_FILE = /design/flow/constraint.sdc
export NUM_CORES = 4
export LEC_CHECK = 1
export CORE_UTILIZATION = 40
```
`flow/constraint.sdc`:
```
current_design multiplier5

set clk_period 4.0
set clk_io_pct 0.2

create_clock -name clk0 -period $clk_period [get_ports {clk}]

set non_clock_inputs [all_inputs -no_clocks]
set_input_delay [expr $clk_period * $clk_io_pct] -clock clk0 $non_clock_inputs
set_output_delay [expr $clk_period * $clk_io_pct] -clock clk0 [all_outputs]
```
==> results.cfg <==
; implementation run metrics
[cts]
cts-resized-gates = 0
post-cts-setup-buffer-count = 0
path_clk_slew_ns = 0.09
cts_hold_buf = 0
cts_buffer_depth = 2
cts_tree = yes
ctsRootBufferMaster = clkbuf_16
cts_htree_levels = 2
insertion_delay_ns = 0.31
cts_sinks = 55
numCtsBuffers = 5

[place]
pre_cts_ws_ns = 0.8407
dpl.hpwl_um = 11260
placed_cells = 839
portBuffers = 47
gp_congestion = 0.9522

[synth]
ys_seq_share_pct = 24.35
ys_warn_count = 2
ys_types = 80
netlist_instances = 668
ys_async_sr_fraction_pct = 0
numSynthFlops = 55
yosysCellCount = 668
ys.flop_type = dfxtp_1
avgSynthCellArea_um2 = 8.185
yosys_area_um2 = 5468
synth_area_um2 = 5468
edf_count = 23

[critical_path]
cp.required_ns = 4.18
path_class = flop to flop
cp_max_fo = 7
critPathLaunchType = flop
crit_arrival_ns = 3.40
slowest_stage = fa_1
slowest_delay_ns = 0.54
end_kind = flop
path_cells = inv_1, fa_1, nor2b_4, o31a_1, o21a_1, a21boi_1, xnor2_1, o22ai_1, a2111oi_1, a211oi_2

[global_route]
grt-ovfl-total = 0
grt_max_degree = 57
gr-usage-all-layers_pct = 22.69
grt_pass1_vias = 4487
antenna_found_initial = 0
grt_pass1_wl_um = 24490

[sta]
final-setup-viol-count = 0
rsz0062_at_grt = no
setup_slack_ns = 0.7794
fin_tns_setup_ns = 0
slew_violations = 0
worst_slew_pin_slew_ns = 0.7174
final_hold_viol_count = 0
fmax_mhz = 310.5
whs_ns = 0.4577
layout_min_cycle_time_ns = 3.221
skew_ns = 0.01495
slew_headroom_pct = 52.08
finalCritPeriodShare_pct = 80.52

[job]
warnings = 48
max-cap-violations = 0

[worst_hold_path]
hold_class = flop to flop

[detailed_routing]
routed-via-count = 4801
totalWireLength_um = 15210
avgViaCountPerCell = 5.668
first_pass_iters = 5
drt-wirelength-per-cell_um = 17.95
postRouteAntennaNets = 0
antenna_cells = 0
drt_iter0_markers = 412
route.detailed.drc = 0

[pwr]
power_frac_seq_pct = 22.2
p_clk_share_pct = 12.2
switching_share_pct = 47.61
power_density_nw_per_um2 = 660.5
power_switching_uw = 1894
internal_power_uw = 2084
combPwrFrac_pct = 65.6
leakagePower_uw = 0.002397
peakVddDrop_mv = 0.2582

[floorplanning]
io_pins = 49
die_area_um2 = 14140
coreArea_um2 = 13300
rows = 42
dieWidth_um = 118.9
fp-utilization_pct = 41.13
die_h_um = 118.9

[finish]
layout_top_cell = nand2_1
final_cell_mix = nand2_1 (67), nor2_1 (56), a21oi_1 (49)
fillCellCount = 1327
utilization_pct = 45.29
drive_gt1_share_pct = 6.855
synthToLayoutAreaGrowth_pct = 10.14
stdcell_count = 847

[run_status]
outcome = completed
[per-stage QoR]
step	power [uW]	area [um2]
floorplan	2849	5468
global placement	3463	5863
detailed placement	3468	5863
CTS	3980	6022
global route	4300	6022
finish	3978	6022
[per-layer routing]
layer | track usage [%] | up-vias | wire length (um)
li1 | - | 2383 | -
met1 | 34.85 | 2225 | 7158
met2 | 33.95 | 162 | 6716
met3 | 3.229 | 31 | 837
met4 | 6.329 | 0 | 495
met5 | 0 | - | 0
[cell families after synthesis]
logic type	synth area share, %
and+or+nand+nor	17.76
AOI/OAI and AO/OA	25.58
buffers and inverters	9.016
DFF	24.35
adders and majority gates	11.97
xor gates and xnor gates	7.048
muxes	4.210
other	0.06858
[worst paths after layout]
path | from | endpoint | slack [ns] | cells past startpoint
setup / recovery | adder_output[13]$_SDFFE_PP0P_ | adder_output[20]$_SDFFE_PP0P_ | 0.78 | 10
hold reg to reg | adder_output[0]$_SDFFE_PP0P_ | adder_output[0]$_SDFFE_PP0P_ | 0.46 | 2
setup reg to reg | adder_output[13]$_SDFFE_PP0P_ | adder_output[20]$_SDFFE_PP0P_ | 0.78 | 10
hold / removal | adder_output[0]$_SDFFE_PP0P_ | adder_output[0]$_SDFFE_PP0P_ | 0.46 | 2
[Yosys cell counts, drive strengths merged, types with 4 or more instances]
cell type  instances  area share, %
a211oi            11            1.6
a21oi             52            5.0
nor3              16            1.6
nand3             17            1.6
o31ai              5           0.78
fa                 4            1.5
inv               38            2.6
xnor2             31            5.0
o21bai             6           0.82
a21o              10            1.4
buf               44            5.3
nand2             67            4.6
nand2b            12            1.4
and2               5           0.57
o221ai             9            1.6
o211ai             6           0.82
a2111oi            4           0.78
a221o              6            1.1
and3               5           0.57
mux2i             14            2.6
dfxtp             32             12
o21ai             37            3.5
o21a               7           0.96
a22oi              4           0.55
nor2b             10            1.3
ha                45             10
or3                4           0.46
edfxtp            23             13
clkbuf            16            1.1
nor4               4           0.57
nor2              56            3.8
a31oi              9            1.3
a221oi             8            1.8
xor2              13            2.1
[worst max-delay path: cells and delay by family (launching register included)]
kind | cells | cell delay [ns]
adder cells (fa/ha/maj) | 1 | 0.54
AND/OR/NAND/NOR | 1 | 0.16
XOR/XNOR | 1 | 0.39
flip-flops | 1 | 0.49
buffers and inverters | 1 | 0.18
AND-OR/OR-AND | 6 | 1.32
[state kept, by name, summed over array words and instances (netlist names)]
signal,count
adder_output,24
Multiplicand,11
counter,8
Multiplier,12
[power groups by stage]
stage	Combinational, uW	Clock [uW]	Sequential, uW
6_report	2610	486	882
5_1_grt	2880	514	904
4_1_cts	2590	505	880
[layout make-up]
class / instances / area, um2 / area share (%)
sequential: 55 / 1331 / 22.11
multi-input combinational: 515 / 3643 / 60.50
inverter: 38 / 142.6 / 2.369
clock inverter: 3 / 33.78 / 0.5610
clock buffer: 5 / 125.1 / 2.078
timing repair buffer: 55 / 525.5 / 8.726
tap: 176 / 220.2 / 3.657
Power figures rest on the tool's default switching activity, not on a simulated workload.
