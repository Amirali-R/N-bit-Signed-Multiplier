===== flow/design.v =====
`timescale 1ns/1ns
module multiplier4 #(parameter nb = 32)
(
   input clk,  
   input start,
   input signed [nb-1:0] A, 
   input signed [nb-1:0] B, 
   output wire signed [2*nb-1:0] Product,
   output ready
    );
reg signed [nb-1:0] Multiplicand ;
reg [5:0]  counter;
reg signed [2*nb-1:0] adder_output;
wire product_write_enable;
assign product_write_enable = adder_output[0];
assign ready = (counter==nb) ? 1 : 0;
assign Product = adder_output[2*nb-1:0];
always @ (posedge clk)
   if(start) begin
      counter <= 6'h00 ;
      adder_output <= { {nb{1'b0}} , B};
      Multiplicand <= A ;
   end
   else if(! ready) begin
      counter <= counter + 1;
      if(product_write_enable && counter == nb-1)
         adder_output <= (adder_output >>> 1) + (2**(nb-1))*(~Multiplicand+1);
      else if(product_write_enable && counter != nb-1)
         adder_output <= (adder_output >>> 1) + (2**(nb-1))*Multiplicand;
      else
         adder_output <= adder_output >>> 1;
   end   
endmodule

===== flow/run.sh =====
#!/bin/bash
# OpenROAD 26Q1-2900-gdf79404cd8, Yosys 0.63+post, stock flow scripts
make -C /OpenROAD-flow-scripts/flow DESIGN_CONFIG=/design/flow/config.mk WORK_HOME=/design/flow/orfs finish

===== flow/config.mk =====
export PLATFORM = sky130hd
export DESIGN_NAME = multiplier4
export DESIGN_NICKNAME = multiplier4
export VERILOG_FILES = /design/flow/design.v
export SDC_FILE = /design/flow/constraint.sdc
export NUM_CORES = 4
export LEC_CHECK = 1
export CORE_UTILIZATION = 30

===== flow/constraint.sdc =====
current_design multiplier4

set clk_period 8.5
set clk_io_pct 0.2

create_clock -name clk0 -period $clk_period [get_ports {clk}]

set non_clock_inputs [all_inputs -no_clocks]
set_input_delay [expr $clk_period * $clk_io_pct] -clock clk0 $non_clock_inputs
set_output_delay [expr $clk_period * $clk_io_pct] -clock clk0 [all_outputs]

==> metrics.log <==
[flow] summary of implementation run
[metrics] Fin. Hold Viols: 0
[metrics] CTS root buf: sky130_fd_sc_hd__clkbuf_16
[metrics] pre-CTS setup slack: 4160 ps
[metrics] Clk pwr share: 21.0%
[metrics] detailed-route DRC error count: 0
[metrics] fillcell total: ~2,700
[metrics] post-synthesis average cell area: 8.98 um^2
[metrics] status: complete, no violations
[metrics] clock insertion delay at the later pin of the skew report: 360 ps
[metrics] Site Rows: 60
[metrics] critical path class: reg2reg
[metrics] sequential-to-total area share from yosys stat: about 32%
[metrics] and+or+nand+nor area frac: 16.8%
[metrics] Cell Type Count: 76
[metrics] final-layout setup total negative slack: 0 ps
[metrics] Std-Cell Core Area: 0.0270 mm^2
[metrics] Chip Area, Yosys: around 0.0083 mm^2
[metrics] Yosys Warn Count: 1
[metrics] Leakage Power: 3.97 nW
[metrics] number of buffers inserted by hold repair at cts: 0
[metrics] router iterations before antenna repair: 4
[metrics] clk_skew: approximately 14 ps
[metrics] area share of fa/ha/maj cells after synthesis: 10.4%
[metrics] cell count listed in synth_stat.txt: 923
[metrics] Worst-path clk slew: roughly 90 ps
[metrics] Synth mux share: 5.55%
[metrics] crit-path most repeated cell: sky130_fd_sc_hd__xnor2_1
[metrics] overall power consumption: 0.00209 W
[metrics] TritonCTS sink count: 102
[metrics] horizontal die dimension: 168 um
[metrics] maximum number of pins on one net before global-route repair: 55
[metrics] most used cells in the layout excluding fill and tap cells: 129 x sky130_fd_sc_hd__clkdlybuf4s50_1, 84 x sky130_fd_sc_hd__a21oi_1, 78 x sky130_fd_sc_hd__nand2_1, 67 x sky130_fd_sc_hd__nor2_1, 66 x sky130_fd_sc_hd__ha_1
[metrics] fin crit share: around half
[metrics] TritonCTS clock tree: done
[metrics] vias in the first global route: 7,268
[metrics] cell internal pwr: 0.00127 W
[metrics] kind of path behind the tightest hold check: reg2reg
[metrics] Worst slew margin: between 40 and 50%
[metrics] wire length of the first global-routing pass: 40,700 um
[metrics] total number of warnings across the stage logs: 26
[metrics] fraction of layout cells with a size suffix above 1: under 10%
[metrics] worst stage delay on the critical path: 580 ps
[metrics] diode count: 0
[metrics] # IOs: 131
[metrics] setup fix buffers added after clock tree synthesis: 0
[metrics] TritonCTS buffer count: 9
[metrics] final critical delay including setup and external delays: 4390 ps
[metrics] power density cells: 204 mW/mm^2
[metrics] crit path max fanout: 7
[metrics] top cell type's share of synthesized area: roughly 23%
[metrics] prevailing post-synth register cell: sky130_fd_sc_hd__edfxtp_1
[metrics] total routing resource utilization after global routing: between 10% and 20%
[metrics] setup repair after global routing missed its margin: no
[metrics] biggest area cells: sky130_fd_sc_hd__edfxtp_1 23%, sky130_fd_sc_hd__ha_1 10%, sky130_fd_sc_hd__dfxtp_1 9.2%
[metrics] max cap viols: 0
[metrics] via/cell ratio: 5.52
[metrics] Mapped Cells: 923
[metrics] area growth from synthesis to layout: 23.7%
[metrics] slew at the pin closest to its max-slew limit: 783 ps
[metrics] Max stage delay cell, worst path: sky130_fd_sc_hd__o41ai_1
[metrics] CTS H-tree lvls: 3
[metrics] count of buffers inserted at the top-level ports: 130
[metrics] XOR Share, Synth: 8.23%
[metrics] required time at the endpoint of the critical path: just under 9000 ps
[metrics] Synth area leader: sky130_fd_sc_hd__edfxtp_1
[metrics] most frequent standard cell in the layout excluding fill and tap cells: sky130_fd_sc_hd__clkdlybuf4s50_1
[metrics] remaining antenna violation count after routing: 0
[metrics] starting utilization of the core area: 30.7%
[metrics] die footprint: 0.0283 mm^2
[metrics] WP data arrival: 4670 ps
[metrics] weighted congestion at the end of routability-driven global placement: 0.904
[metrics] CTS-repair resized insts: 0
[metrics] total grt overflow: 0
[metrics] sequential cell fraction of total power: 33.0%
[metrics] Worst VDD drop: 0.000116 V
[metrics] post-synthesis async set-or-reset flop share: 0%
[metrics] flip-flop and latch count after synthesis: 102
[metrics] cell area after technology mapping: 0.00829 mm^2
[metrics] Net Switching: a little over 0.0008 W
[metrics] type of destination of the critical path: register
[metrics] post-detailed-route wirelength per cell: 18.9 um
[metrics] switching power share of the total: 39.2%
[metrics] startpoint kind of the worst setup timing path: register
[metrics] AO/OA Area Share: 23.9%
[metrics] final worst slack: 4110 ps
[metrics] detailed-route wire length: 26,200 um
[metrics] dpl hpwl: 19,500 um
[metrics] setup violation total in the final timing report: 0
[metrics] DRT iter0 DRCs: 534
[metrics] logic gate share of total power: 46.0%
[metrics] vias after detailed routing: 7,627
[metrics] DIE HEIGHT: 168 um
[metrics] pins over their slew limit: 0
[metrics] antenna violations before repair: 1
[metrics] crit path cell chain: or4_4 > or3_4 > or2_2 > nor4_1 > xnor2_1 > ha_1 > a21oi_1 > o21ai_1 > o41ai_1 > nand3_1 > o21ai_0 > xnor2_1 > a22oi_1 > a211oi_1
[metrics] flip-flops with a built-in enable: approximately 64
[metrics] largest family of logic cells by area: AND-OR/OR-AND gates
[metrics] f_max: ~230 MHz
[metrics] clock tree buffer depth: 2
-- worst max-delay path: cells and delay by family (launching register included) --
kind | cells | cell delay [ps]
AND-OR/OR-AND | 6 | 1490
AND/OR/NAND/NOR | 5 | 1650
XOR/XNOR | 2 | 340
flip-flops | 1 | 490
adder cells (fa/ha/maj) | 1 | 330
-- area by class of cell --
class                           count  area [um^2]  area share (%)
Multi-Input combinational cell    763         5390            52.6
Sequential cell                   102         2680            26.2
Timing Repair Buffer              139         1370            13.3
Tap cell                          341          427            4.16
Clock buffer                        9          225            2.20
Clock inverter                      7         90.1           0.878
Inverter                           20         75.1           0.732
-- routing by layer --
metal | vias to the layer above | wire, um | global-route usage [%] | share of wire, %
met4 | 2 | 431 | 3.28 | 1.6
li1 | 3737 | - | - | -
met5 | - | 12 | 0 | 0.046
met2 | 241 | 11800 | 29.1 | 45
met3 | 31 | 1680 | 3.88 | 6.4
met1 | 3616 | 12300 | 28.4 | 47
-- state kept, by name (all words and copies together) (netlist names) --
register,cells
counter,6
adder_output,64
Multiplicand,32
-- power groups by stage --
stage | Clock (W) | Sequential (W) | Combinational [W]
5_1_grt | 0.000472 | 0.000699 | 0.00106
6_report | 0.000439 | 0.000688 | 0.000960
4_1_cts | 0.000456 | 0.000689 | 0.000953
-- through the flow --
stage | hold WS (ps) | instance area, um^2 | cells | utilization (%)
global placement | 470 | 9940 | 1365 | 36.8
floorplan | 449 | 8290 | 923 | -
CTS | 499 | 10300 | 1381 | 37.9
finish | 489 | 10300 | 1381 | 37.9
global route | 542 | 10300 | 1381 | 37.9
detailed placement | 486 | 9940 | 1365 | 36.8
-- cells by family (layout without fill, tap and decap cells) --
logic type / after synthesis / count (layout)
AND/OR/NAND/NOR: 273 / 273
buffers and inverters: 58 / 175
AND-OR/OR-AND: 303 / 303
multiplexers: 42 / 42
adder cells (fa/ha/maj): 68 / 68
XOR/XNOR: 77 / 77
flip-flops: 102 / 102
-- cells in the mapped netlist, drive strengths merged (6+ instances only) --
| library cell | n |
|---|---|
| a21oi | 84 |
| nand2 | 78 |
| nor2 | 68 |
| ha | 66 |
| edfxtp | 64 |
| o21ai | 57 |
| xnor2 | 52 |
| dfxtp | 38 |
| nor3 | 35 |
| clkbuf | 34 |
| a21o | 33 |
| mux2 | 32 |
| xor2 | 25 |
| nand3 | 24 |
| o211ai | 23 |
| inv | 19 |
| a211oi | 18 |
| and3 | 13 |
| a31oi | 12 |
| o21a | 11 |
| mux2i | 10 |
| o21bai | 9 |
| or3 | 9 |
| nand4 | 7 |
| a211o | 6 |
| nand2b | 6 |
-- final timing paths --
check / from / slack, ps / end / depth (start not counted)
setup / recovery: Multiplicand[3]$_DFFE_PP_ / 4110 / adder_output[55]$_SDFFE_PP0N_ / 14
hold reg to reg: counter[1]$_SDFFE_PP0N_ / 490 / counter[1]$_SDFFE_PP0N_ / 2
hold / removal: counter[1]$_SDFFE_PP0N_ / 490 / counter[1]$_SDFFE_PP0N_ / 2
setup reg to reg: Multiplicand[3]$_DFFE_PP_ / 4110 / adder_output[55]$_SDFFE_PP0N_ / 14
Power is estimated from default activity; no workload was simulated.
